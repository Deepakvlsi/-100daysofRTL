$ cat ./run.sh
#!/bin/bash
# OpenROAD 26Q1-2900-gdf79404cd8, Yosys 0.63+post, stock flow scripts
make -C /OpenROAD-flow-scripts/flow DESIGN_CONFIG=/design/flow/config.mk WORK_HOME=/design/flow/orfs finish
$ cat ./config.mk
export PLATFORM = sky130hd
export DESIGN_NAME = LIFO
export DESIGN_NICKNAME = LIFO
export VERILOG_FILES = /design/flow/design.v
export SDC_FILE = /design/flow/constraint.sdc
export NUM_CORES = 4
export LEC_CHECK = 1
export CORE_UTILIZATION = 40
$ cat ./design.v
module LIFO(
  input clk,rstn,pop,push,
  input [7:0] data_in,
  output reg [7:0] data_out,
  output is_empty,is_full
);
    reg [7:0] stack[7:0]; 
    reg [7:0] index, next_index; 
    reg [7:0]  next_data_out;
    assign is_empty = (index == 8'h00) ? 1 : 0;
    assign is_full = (index == 8'h07) ? 1 : 0;
    always @(posedge clk) 
    begin
      if (!rstn)
      begin
        data_out <= 8'd0;
        index <= 8'd0;
      end
      else
      begin
        data_out <= next_data_out;
        index <= next_index;
      end
    end
    always @(*) begin
      if (push) begin
        stack[index] = data_in;
        next_index = index + 1;
      end
      else if (pop) begin
        next_data_out = stack[index - 1];
        next_index = index - 1;
      end
      else begin
        next_data_out = data_out;
        next_index = index;
      end
    end
endmodule
$ cat ./constraint.sdc
current_design LIFO

set clk_period 2.8
set clk_io_pct 0.2

create_clock -name clk0 -period $clk_period [get_ports {clk}]

set non_clock_inputs [all_inputs -no_clocks]
set_input_delay [expr $clk_period * $clk_io_pct] -clock clk0 $non_clock_inputs
set_output_delay [expr $clk_period * $clk_io_pct] -clock clk0 [all_outputs]
==> impl_metrics.env <==
# implementation run metrics
export IMPL_outcome="finished, final reports clean"
export IMPL_final_layout_top_logic_cell="dlxtn_1"
export IMPL_crit_required_ns=2.24
export IMPL_skew_ns=0.00156
export IMPL_fin_setup_tns_ns=0
export IMPL_leakage_nw=1.27
export IMPL_wire_per_inst_um=14.7
export IMPL_dieArea_um2=6540
export IMPL_cts_clk_slew_worst_paths_ns=0.06
export IMPL_global_route_usage_met1=0.250
export IMPL_critical_path_buf_inv_count=2
export IMPL_critical_path_max_stage_delay_ns=0.46
export IMPL_final_cell_mix="dlxtn_1 (72), nand2_1 (35), clkdlybuf4s50_1 (21)"
export IMPL_areaGrowthSynthToFinish_pct=12.8
export IMPL_syn_area_per_cell_um2=9.46
export IMPL_h_tree_depth=1
export IMPL_power_density_nw_per_um2=346
export IMPL_crit_family="buffers and inverters"
export IMPL_clk_latency_ns=0.24
export IMPL_grt_pass1_vias=1618
export IMPL_fp_util=0.418
export IMPL_std_cell_rows=28
export IMPL_final_cells=352
export IMPL_ys_chip_area_um2=2490
export IMPL_grt_use_total=0.171
export IMPL_io_buffers=21
export IMPL_fp_dieH_um=80.9
export IMPL_fillers=560
export IMPL_fin_util=0.471
export IMPL_synth_distinct_cells=38
export IMPL_hold_buffers=0
export IMPL_synth_top_flop_cell="dlxtn_1"
export IMPL_endpoint_kind="primary output"
export IMPL_cap_viol_max_count=0
export IMPL_unclocked_regs=72
export IMPL_drc=0
export IMPL_grt_first_pass_wirelength_mm=8.30
export IMPL_cts_buffers_inserted=3
export IMPL_drt_iter0_drc=137
export IMPL_via_per_inst=5.25
export IMPL_tightestPinTransition_ns=0.842
export IMPL_log_warning_count=32
export IMPL_syn_area_um2=2490
export IMPL_dp_cells=349
export IMPL_postRouteAntennaNets=0
export IMPL_path_class="register to primary output"
export IMPL_untimed_endpoints=72
export IMPL_cts_root_buffer="clkbuf_8"
export IMPL_cp_start_kind="register"
export IMPL_grt_util_met3=0.0194
export IMPL_worstPathCellList="inv_1 -> ha_1 -> or3b_1 -> nor2_1 -> clkdlybuf4s50_1"
export IMPL_diodes=0
export IMPL_finalCritPeriodShare=0.924
export IMPL_busiest_layer="met2"
export IMPL_grt_overflow=0
export IMPL_hold_ws_ns=0.544
export IMPL_hpwl_mm=3.47
export IMPL_finalHoldViolations=0
export IMPL_design_area_um2=2810
export IMPL_dieWidth_um=80.9
export IMPL_antenna_found_initial=0
export IMPL_vias=1847
export IMPL_clockBufferDepth=2
export IMPL_cp_max_fo=9
export IMPL_syn_inst=263
export IMPL_placed_area_um2=2770
export IMPL_grt_setup_unrepaired="false"
export IMPL_yosys_warnings=2
export IMPL_grt_max_degree=24
export IMPL_drt_wl_total_mm=5.17
export IMPL_gp_congestion=0.852
export IMPL_ioPinCount=22
export IMPL_drive_above_1_share=0.0469
export IMPL_hold_path_class="register to register"
export IMPL_cp_data_arrival_time_ns=2.03
export IMPL_min_period_ns=2.59
export IMPL_slowest_stage="clkdlybuf4s50_1"
export IMPL_slew_violations=0
export IMPL_fmax_ghz=0.386
export IMPL_ys_ff=88
export IMPL_ys_cells=263
export IMPL_max_slew_margin=0.439
export IMPL_ctsResizeCount=0
export IMPL_drt_first_pass_iters=5
export IMPL_grt_use_met2=0.289
export IMPL_setup_violations=0
export IMPL_ys_async_sr_fraction=0
export IMPL_vdd_drop_max_mv=0.250
export IMPL_cts_setup_buffers=0
export IMPL_synth_edff_count=0
export IMPL_core_um2=5960
export IMPL_cts_tree="yes"
[synth_stat cells, types with 2 or more instances]
cell / instances / area share
a211oi_1: 2 / 0.0060
a21oi_1: 3 / 0.0060
a222oi_1: 8 / 0.032
a22oi_1: 16 / 0.048
a31oi_1: 9 / 0.023
and2_1: 12 / 0.030
and3_1: 2 / 0.0050
buf_2: 3 / 0.0060
clkbuf_1: 11 / 0.017
dfxtp_1: 16 / 0.13
dlxtn_1: 72 / 0.43
ha_1: 10 / 0.050
inv_1: 3 / 0.0045
mux2i_1: 2 / 0.0080
nand2_1: 35 / 0.053
nand2b_1: 3 / 0.0075
nor2_1: 17 / 0.026
nor3_1: 3 / 0.0060
o21ai_0: 13 / 0.026
or3_1: 2 / 0.0050
or4_1: 2 / 0.0060
xor2_1: 3 / 0.011
[tightest hold or removal path, delay by kind of cell, from the launching register on]
kind	cells	cell delay (ns)
AND-OR/OR-AND	1	0.06
flip-flops	1	0.31
AND/OR/NAND/NOR	1	0.14
[report_power, final]
group | switching, mW | total [mW] | internal [mW] | leakage (nW)
combinational | 0.217 | 0.368 | 0.151 | 0.526
sequential | 0.0398 | 0.435 | 0.395 | 0.718
clock | 0.0740 | 0.169 | 0.0952 | 0.0216
total | 0.330 | 0.971 | 0.641 | 1.27
[sequential cells by signal, summed over array words and instances, names as in the netlist]
signal,flops
data_out,8
stack,64
next_data_out,8
index,8
[cell type report]
type,count,area (um^2),area share
clock buffers,3,41.3,0.0147
inverters,4,15.0,0.00535
multi-input cells,157,1020,0.362
flip-flops and latches,88,1400,0.499
well taps,75,93.8,0.0334
repair buffers,25,240,0.0856
[through the flow]
stage	power (mW)	setup WS (ns)
2_1_floorplan	0.671	1.11
3_3_place_gp	0.807	0.522
3_5_place_dp	0.807	0.482
4_1_cts	0.980	0.210
5_1_grt	1.04	0.117
6_report	0.971	0.212
[final timing paths]
| path | from | slack, ns | endpoint | cells after the start |
|---|---|---|---|---|
| worst max-delay path | index[0] | 0.21 | is_empty | 5 |
| worst min-delay path | index[7] | 0.54 | index[7] | 2 |
| worst max register to register | index[0] | 0.93 | index[2] | 8 |
| worst min register to register | index[7] | 0.54 | index[7] | 2 |
[per-layer routing]
metal | share of wire | vias to the layer above
met5 | 0 | -
met4 | 0.0066 | 0
met3 | 0.039 | 2
met2 | 0.45 | 50
met1 | 0.51 | 848
li1 | - | 947
[kinds of logic after synthesis]
group | Yosys count | synth area share
mux | 2 | 0.00804
flops | 16 | 0.129
buf+inv | 18 | 0.0287
compound gates | 56 | 0.163
fa+ha+maj | 10 | 0.0503
simple gates | 86 | 0.176
xor+xnor | 3 | 0.0106
latches | 72 | 0.434
Power is estimated from default activity; no workload was simulated.
