===== ./design.v =====
module barrel_shifter(
    input [7:0] in,
    input [2:0] shift_mag,
    output [7:0] out
    );
    wire [7:0] o1, o2; 
    mux_2x1 m0 (in[0], in[1], o1[0], shift_mag[0]);
    mux_2x1 m1 (in[1], in[2], o1[1], shift_mag[0]);
    mux_2x1 m2 (in[2], in[3], o1[2], shift_mag[0]);
    mux_2x1 m3 (in[3], in[4], o1[3], shift_mag[0]);
    mux_2x1 m4 (in[4], in[5], o1[4], shift_mag[0]);
    mux_2x1 m5 (in[5], in[6], o1[5], shift_mag[0]);
    mux_2x1 m6 (in[6], in[7], o1[6], shift_mag[0]);
    mux_2x1 m7 (in[7], in[0], o1[7], shift_mag[0]);
    mux_2x1 m8 (o1[0], o1[2], o2[0], shift_mag[1]);
    mux_2x1 m9 (o1[1], o1[3], o2[1], shift_mag[1]);
    mux_2x1 m10 (o1[2], o1[4], o2[2], shift_mag[1]);
    mux_2x1 m11 (o1[3], o1[5], o2[3], shift_mag[1]);
    mux_2x1 m12 (o1[4], o1[6], o2[4], shift_mag[1]);
    mux_2x1 m13 (o1[5], o1[7], o2[5],shift_mag[1]);
    mux_2x1 m14 (o1[6], o1[0], o2[6], shift_mag[1]);
    mux_2x1 m15 (o1[7], o1[1], o2[7], shift_mag[1]);
    mux_2x1 m16 (o2[0], o2[4], out[0], shift_mag[2]);
    mux_2x1 m17 (o2[1], o2[5], out[1], shift_mag[2]);
    mux_2x1 m18 (o2[2], o2[6], out[2], shift_mag[2]);
    mux_2x1 m19 (o2[3], o2[7], out[3], shift_mag[2]);
    mux_2x1 m20 (o2[4], o2[0], out[4], shift_mag[2]);
    mux_2x1 m21 (o2[5], o2[1], out[5], shift_mag[2]);
    mux_2x1 m22 (o2[6], o2[2], out[6], shift_mag[2]);
    mux_2x1 m23 (o2[7], o2[3], out[7], shift_mag[2]);
endmodule
module mux_2x1 (a,b,y,s);
    input a,b;
    output y;
    input s;
    assign y=(b&s)|(a&(~s));
endmodule  

===== ./run.sh =====
#!/bin/bash
# OpenROAD 26Q1-2900-gdf79404cd8, Yosys 0.63+post, stock flow scripts
make -C /OpenROAD-flow-scripts/flow DESIGN_CONFIG=/design/flow/config.mk WORK_HOME=/design/flow/orfs finish

===== ./config.mk =====
export PLATFORM = sky130hd
export DESIGN_NAME = barrel_shifter
export DESIGN_NICKNAME = barrel_shifter
export VERILOG_FILES = /design/flow/design.v
export SDC_FILE = /design/flow/constraint.sdc
export NUM_CORES = 4
export LEC_CHECK = 1
export CORE_AREA = 10 10 70 70
export DIE_AREA = 0 0 80 80

===== ./constraint.sdc =====
current_design barrel_shifter

set clk_period 2.5
set clk_io_pct 0.2

create_clock -name clk0 -period $clk_period

set non_clock_inputs [all_inputs -no_clocks]
set_input_delay [expr $clk_period * $clk_io_pct] -clock clk0 $non_clock_inputs
set_output_delay [expr $clk_period * $clk_io_pct] -clock clk0 [all_outputs]

==> results.cfg <==
; implementation run metrics
[status]
status = finished clean

[power_and_ir_drop]
swShare_pct = 30.4
p_comb_share_pct = 100.0
clockPowerShare_pct = 0
vdd_drop_max_uv = 68.4
power.total_mw = 0.108
p_per_area_nw_per_um2 = 190
p_int_mw = 0.0753
p_sw_mw = 0.0329
p_leak_nw = 0.248
seqPwrFrac_pct = 0

[worst_setup_path]
endpoint_kind = output pin
cp.required_ps = 2000
critPathArrivalTime_ps = 1960
start_kind = primary input
cp_max_fo = 4
critical_path_class = primary input to output pin

[synth]
area_leaders = mux4_1 54%, mux2_2 23%, buf_4 16%, buf_6 5.8%, buf_1 0.97%
syn_area_um2 = 387
yosysTopAreaCell = mux4_1
ys_sh_adder_pct = 0
ys_seq_share_pct = 0
top_cells_by_count = 8 x buf_4, 8 x mux2_2, 8 x mux4_1, 2 x buf_6, 1 x buf_1
ys_area_um2 = 387
logic_family = multiplexers
compound_area_share_pct = 0
synth_cells = 27
postSynthAreaPerCell_um2 = 14.3
mux_area_share_pct = 77.7
xor_share_pct = 0
synth_warnings = 0
yosys_cells = 27
netlist.area_leader.share_pct = 54.4
yosysUniqueCellTypes = 5
simple_gate_area_share_pct = 0

[sta]
finalClockPeriodUsage_pct = 98.4
fin_ws_ps = 41.1
setup_viol = 0
fmax_mhz = 407
relSlewSlack_pct = 71.7
period_minus_slack_ps = 2460
hold_viol = 0
tightestPinTransition_ps = 423
final_max_slew_viol_count = 0

[global_routing]
grt_max_degree = 9
antenna_found_initial = 0
grt_pass1_vias = 318
grt_pass1_wl_um = 1660
grt_use_total_pct = 3.17
gr-total-overflow = 0

[placement]
post-place-ws_ps = -416
gp_congestion = 0.751
port_buffers = 19
placed_cells = 84
place_area_um2 = 571

[cells_and_area]
drive_gt1_share_pct = 58.5
final.fill_count = 398
design.seq.count = 0
stdcell_area_um2 = 569
comb_area_um2 = 293
final-seq-area_um2 = 0
stdcell_count = 87
clock_buffers = 0
areaGrowthSynthToFinish_pct = 47.2

[drt]
drt-wirelength-per-cell_um = 12.0
dr.pass1.iters = 4
vias = 297
drtIter0Drc = 5
drc = 0
ant_nets = 0
num_antenna_cells = 0
drt-vias-per-instance = 3.41
postRouteWirelength_um = 1050

[die]
initCoreUtil_pct = 11.3
coreArea_um2 = 3420
rows = 21
chip_area_um2 = 6400
pin_count = 19
fp.dieH_um = 80
die_w_um = 80

[clocking]
hold_buffers = 0

[run]
maxCapViolCount = 0
warning_count = 33

[min_path]
min_path_type = primary input to output pin
[cell type report]
class	instances	share of cell area [%]
Multi-Input combinational cell	16	51.4
Tap cell	46	10.1
Timing Repair Buffer	25	38.5
[worst max-delay path, stage by stage]
cell             delay, ps
dlygate4sd2_1          280
mux4_2                 510
mux2_2                 270
clkdlybuf4s50_1        400
[final timing paths]
kind,from,endpoint,cells past startpoint
max,in[2],out[5],4
min,shift_mag[1],out[4],3
[repair_timing]
action / in CTS / in global routing
gates resized: 29 / 8
endpoints found under the setup margin: 8 / 5
setup buffers: 1 / 2
[stage by stage]
step / TNS [ps] / util (%) / hold WS, ps
final: 0 / 16.7 / 1580
after global placement: -3140 / 16.7 / 2290
after CTS: -184 / 16.1 / 1850
after floorplan: 0 / - / 1420
after detailed placement: -3160 / 16.7 / 2300
after global routing: -7.97 / 16.7 / 1620
[cells in the final DEF (no fill, tap or decap)]
| master | instances |
|---|---|
| buf_4 | 5 |
| buf_6 | 1 |
| clkbuf_2 | 2 |
| clkdlybuf4s15_1 | 1 |
| clkdlybuf4s50_1 | 2 |
| dlygate4sd2_1 | 12 |
| dlymetal6s2s_1 | 2 |
| mux2_2 | 2 |
| mux2_4 | 6 |
| mux4_2 | 8 |
[power groups by stage]
| stage | Sequential [mW] | Clock, mW | Combinational (mW) |
|---|---|---|---|
| finish | 0 | 0 | 0.108 |
| global route | 0 | 0 | 0.119 |
| CTS | 0 | 0 | 0.105 |
[layer usage]
metal  share of wire [%]  GRT usage (%)  up-vias
met3                  23           2.73        0
met1                  53           5.30      135
met2                  24           2.73       32
met5                   0              0        -
met4                   0              0        0
li1                    -              -      130
[kinds of logic (layout without fill, tap and decap cells)]
group	after synthesis	after routing
buffers and inverters	11	25
multiplexers	16	16
