==> flow/design.v <==
module SRAM
#(parameter addr_width = 6,
parameter data_width = 8,
parameter depth = 64)
    (
        input we,clk,
        input [data_width-1:0] data,
        input [addr_width-1:0] addr,
        output [data_width-1:0] out
    );
    reg [data_width-1:0] ram [depth-1:0];
    reg [addr_width-1:0] addr_reg;
    always @(posedge clk)
    begin
    if(we)
        ram[addr] <= data;
    else
        addr_reg <= addr;
    end
    assign out = ram [addr_reg];
endmodule
==> flow/run.sh <==
#!/bin/bash
# OpenROAD 26Q1-2900-gdf79404cd8, Yosys 0.63+post, stock flow scripts
make -C /OpenROAD-flow-scripts/flow DESIGN_CONFIG=/design/flow/config.mk WORK_HOME=/design/flow/orfs finish
==> flow/config.mk <==
export PLATFORM = sky130hd
export DESIGN_NAME = SRAM
export DESIGN_NICKNAME = SRAM
export VERILOG_FILES = /design/flow/design.v
export SDC_FILE = /design/flow/constraint.sdc
export NUM_CORES = 4
export LEC_CHECK = 1
export CORE_UTILIZATION = 50
==> flow/constraint.sdc <==
current_design SRAM

set clk_period 16.9
set clk_io_pct 0.2

create_clock -name clk0 -period $clk_period [get_ports {clk}]

set non_clock_inputs [all_inputs -no_clocks]
set_input_delay [expr $clk_period * $clk_io_pct] -clock clk0 $non_clock_inputs
set_output_delay [expr $clk_period * $clk_io_pct] -clock clk0 [all_outputs]
==> Changelog: implementation <==
## Implementation

- # setup viols final: 0
- Post-CTS Setup Inserts: 0
- Max stage delay on crit path: 690 ps
- IO buf count: 23
- CP cell instances: buf_4, mux4_1, mux4_2, nor2b_1, a211oi_1, a31o_1, clkdlybuf4s50_1
- Cells after Synth: 937
- Fin. Hold Viols: 0
- Status: finished clean
- Grt ovf: 0
- RSZ-0062 raised after global routing: false
- Top cells by count, synth: 518 x edfxtp_1, 126 x mux4_2, 65 x nor2_1
- Core area: 39900 um2
- TritonCTS Buffers: 53
- Setup TNS: 0 ps
- Cell type with the largest total area: edfxtp_1
- Ys async rst share: 0%
- Mapped Area: 20300 um2
- Post-DR wirelength/cell: 28.2 um
- Drt drc: 0
- Worst slew pin tran: 939 ps
- Ratio of cells with drive above 1 in the final layout: 26.4%
- Final Instance Area: 23000 um2
- Clock buffer depth: 3
- Hold_buf cts: 0
- WP data arrival: 4000 ps
- IO Pins: 24
- Leak Pwr: 0.00720 uW
- Vias: 9565
- Fp util: 50.8%
- Seq share, synth: 77.2%
- Area grow syn2layout: 13.4%
- Filler instances: 2825
- # Cells Yosys: 937
- Setup ws final: 9520 ps
- Detailed Place HPWL: 26000 um
- Slowest cell on the critical path: mux4_1
- Most common cell in the netlist: edfxtp_1
- Post-synth regs: 524
- Gpl congestion: 0.833
- Vias in the first global route: 10500
- Top cells, area: edfxtp_1 77%, mux4_2 14%, nor2_1 1.2%
- PwrDens: 123 nW/um2
- Slew Viols, Final: 0
- DR pass1 iterations: 5
- CP Max Fanout: 35
- Largest net degree at the start of global routing: 65
- Crit Path Category: reg -> out
- Initial DRC count: 496
- Req. time, crit path: 13520 ps
- Max Fclk: 136 MHz
- DP Area: 21300 um2
- CTS tree: yes
- Yosys top cell area share: 76.6%
- Total Routed Length: 44600 um
- Max IR drop VDD: 0.0797 mV
- Critical path depth in cells: 7
- Pre-CTS WS: 10050 ps
- Number of enable flip-flop cells: 518
- Slew HR: 37.1%
- CP Capture Type: output pin
- Critical Path Start Type: flop
- HP Class: reg -> reg
- Row cnt: 73
- Yosys stat area: 20300 um2
- Syn avg cell area: 21.7 um2
- Die width: 203 um
- Initial antenna violation count: 2
- Tool warnings: 25
- Reg clk slew, reported paths: 60 ps
- CP delay by family, top: multiplexers
- Vias/cell: 6.04
- Crit path to: out[0]
- Root Buffer: clkbuf_16
- Hold path cells: 1
- Yosys warnings: 1
- First-pass GRT wire length: 67500 um
- Clk ins delay skew pair: 590 ps
- MaxCap Viol Count: 0
- Final Skew: 13.8 ps
- Worst R2R Path Depth: 1
- Final worst-path cycle share: 43.7%
- Largest register FFs: 512
- Post-cts resize count: 0
- Hold Worst Slack: 465 ps
- H-tree depth: 2
- Min Tclk post-route: 7380 ps
- Worst r2r src: addr_reg[0]
- Unique cell types: 36
- Antenna-violating nets left: 0
- Die area: 41400 um2
- Clock sink total: 524
- Main synth FF type: edfxtp_1
- Overall Global Routing Usage: 25.7%
- CP bufs+invs: 2
- Flop2flop setup slack: 16150 ps
- Chip Height: 203 um
[layout by cell type (no fill, tap or decap), types with 2 or more instances in the layout]
cell	instances
or3_1	3
a32o_1	2
buf_2	8
clkinvlp_4	4
o21ai_0	13
dfxtp_1	3
nand2_1	15
mux2i_1	18
a211oi_1	7
clkdlybuf4s50_1	15
clkinv_2	9
nor2_1	65
or3b_2	2
a21oi_1	7
bufinv_16	8
edfxtp_1	518
nand2b_1	9
mux4_2	126
a221oi_1	6
clkbuf_16	54
clkbuf_1	12
mux4_1	4
nand3_1	7
o221ai_1	11
o21ai_1	3
dfxtp_4	3
o22ai_1	16
buf_4	54
mux2_2	8
nor3b_1	2
nor2b_1	10
nor3_1	15
a22o_1	4
clkinv_1	8
a31o_1	2
[cell type report]
class / instances / area, um2 / share of cell area, %
Clock buffer: 66 / 1400 / 6.07
Multi-Input combinational cell: 359 / 4310 / 18.7
Clock inverter: 31 / 370 / 1.61
Sequential cell: 524 / 15700 / 68.1
Tap cell: 525 / 657 / 2.85
Antenna cell: 1 / 2.50 / 0.0109
Inverter: 1 / 3.75 / 0.0163
Timing Repair Buffer: 77 / 596 / 2.59
[through the flow]
stage | total power [uW] | instances | util (%)
after floorplan | 1590 | 937 | -
final | 2820 | 1584 | 57.7
after CTS | 2850 | 1583 | 57.7
after global placement | 1670 | 1486 | 53.2
after detailed placement | 1670 | 1486 | 53.2
after global routing | 2910 | 1583 | 57.7
[per-layer routing]
| layer | up-vias | wire, um | track usage (%) |
|---|---|---|---|
| li1 | 4101 | - | - |
| met1 | 4879 | 16100 | 39.4 |
| met2 | 507 | 21200 | 36.4 |
| met3 | 76 | 6050 | 15.2 |
| met4 | 2 | 1270 | 5.83 |
| met5 | - | 10 | 0 |
[kinds of logic (layout without fill, tap and decap cells)]
family                 after synthesis  in the layout  share of synthesized area (%)
AND-OR/OR-AND                       71             71                           2.41
buffers and inverters               54            175                           1.54
flip-flops                         524            524                           77.2
multiplexers                       156            156                           15.8
other                                0              1                              0
AND/OR/NAND/NOR                    132            132                           2.99
[worst min-delay path by stage]
stage | startpoint | slack, ps | end
final | addr_reg[5] | 470 | flop
after global routing | addr_reg[5] | 470 | flop
after CTS | addr_reg[5] | 460 | flop
[where the power goes]
| group | internal, uW | switching, uW | total, uW |
|---|---|---|---|
| Combinational | 81.6 | 108 | 189 |
| Clock | 707 | 476 | 1180 |
| Sequential | 1440 | 11.3 | 1450 |
| Total | 2230 | 596 | 2820 |
No activity file was given, so power comes from the tool's default toggle rates.
